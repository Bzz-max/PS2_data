==> /design/flow/config.mk <==
export PLATFORM = sky130hd
export DESIGN_NAME = ps2_module
export DESIGN_NICKNAME = ps2_module
export VERILOG_FILES = /design/flow/design.v
export SDC_FILE = /design/flow/constraint.sdc
export NUM_CORES = 4
export LEC_CHECK = 1
export CORE_UTILIZATION = 30
==> /design/flow/constraint.sdc <==
current_design ps2_module

set clk_period 2.2
set clk_io_pct 0.2

create_clock -name clk0 -period $clk_period [get_ports {clk}]

set non_clock_inputs [all_inputs -no_clocks]
set_input_delay [expr $clk_period * $clk_io_pct] -clock clk0 $non_clock_inputs
set_output_delay [expr $clk_period * $clk_io_pct] -clock clk0 [all_outputs]
==> /design/flow/design.v <==
`timescale 1ns / 1ps
module ps2_module(
    input wire       clk,
    input wire       reset,
    input wire [7:0] in,
    output reg [23:0] out_bytes,
    output reg       done
);
    localparam BYTE1 = 2'b00,
               BYTE2 = 2'b01,
               BYTE3 = 2'b10,
               DONE  = 2'b11;
    reg [1:0] state, next_state;
    reg [7:0] byte1;
    reg [7:0] byte2;
    reg [7:0] byte3;
    always @(posedge clk) begin
        if (reset)
            state <= BYTE1;
        else
            state <= next_state;
    end
    always @(*) begin
        next_state = state;
        case (state)
            BYTE1: begin
                if (in[3])
                    next_state = BYTE2;
                else
                    next_state = BYTE1;
            end
            BYTE2: next_state = BYTE3;
            BYTE3: next_state = DONE;
            DONE: begin
                if (in[3])
                    next_state = BYTE2;
                else
                    next_state = BYTE1;
            end
            default: next_state = BYTE1;
        endcase
    end
    always @(posedge clk) begin
        if (reset)
            done <= 1'b0;
        else
            done <= (next_state == DONE);   
    end
    always @(posedge clk) begin
        if (reset) begin
            byte1 <= 8'd0;
            byte2 <= 8'd0;
            byte3 <= 8'd0;
            out_bytes <= 24'd0;
        end
        else begin
            case (state)
                BYTE1: begin
                    if (in[3]) begin
                        byte1 <= in;                
                    end
                end
                BYTE2: begin
                    byte2 <= in;                    
                end
                BYTE3: begin
                    byte3 <= in;                    
                    out_bytes <= {byte1, byte2, in};  
                end
                DONE: begin
                    if (in[3]) begin
                        byte1 <= in;                
                    end
                end
                default: begin
                    byte1 <= 8'd0;
                    byte2 <= 8'd0;
                    byte3 <= 8'd0;
                    out_bytes <= 24'd0;
                end
            endcase
        end
    end
endmodule
==> /design/flow/run.sh <==
#!/bin/bash
# OpenROAD 26Q1-2900-gdf79404cd8, Yosys 0.63+post, stock flow scripts
make -C /OpenROAD-flow-scripts/flow DESIGN_CONFIG=/design/flow/config.mk WORK_HOME=/design/flow/orfs finish
==> job_summary.md <==
## Implementation flow summary

| Metric | Value |
|---|---|
| Max layer used | `met4` |
| DRC Markers | `0` |
| Slowest stage delay, CP | `480 ps` |
| Cell count after synthesis | `150` |
| Vias/cell | `4.17` |
| RSZ-0062 raised after global routing | `false` |
| Clock Tree Buf Depth | `2` |
| Met3 routed WL | `142 um` |
| Post-cts hold buffer count | `0` |
| Cell family with most CP delay | `buffers and inverters` |
| Slew @ Worst Pin | `505 ps` |
| Top cells, area | `dfxtp_1 54%, mux2i_1 23%, nor2_1 6.7%` |
| Post-synth regs | `45` |
| H-tree Lvls | `2` |
| Resize count post-CTS | `0` |
| Io pins | `35` |
| Gr ovfl total | `0` |
| CP Capture Type | `primary output` |
| Initial antenna violation count | `0` |
| Starting DRT DRC Count | `35` |
| Hold Vio Cnt, Final | `0` |
| Final wirelength | `2.84 mm` |
| Yosys cell types | `15` |
| Synth mux share | `0.234` |
| Synth Area in Compound Gates | `0.0150` |
| FP Rows | `26` |
| Maximum clock frequency | `643 MHz` |
| Die X-Extent | `76.6 um` |
| Fp util | `0.319` |
| Worst path required time | `1760 ps` |
| Max-slew violation total from the final report | `0` |
| Final min period | `1550 ps` |
| Mapped cell area | `1670 um^2` |
| Main logic family | `multiplexers` |
| Largest net degree at the start of global routing | `53` |
| First-pass GRT wire length | `4.77 mm` |
| Syn avg cell area | `11.1 um^2` |
| Area growth syn-to-layout | `26.6%` |
| Ratio of cells with drive above 1 in the final layout | `0.0707` |
| XOR/XNOR Area Share | `0` |
| Core area | `5240 um^2` |
| And+or+nand+nor area frac | `0.146` |
| Crit-path cells | `clkdlybuf4s50_1` |
| Post-DP HPWL | `1.83 mm` |
| Run status | `completed` |
| Fillers | `520` |
| Setup bufs post-CTS | `0` |
| Layout Skew | `2.28 ps` |
| Slowest-stage cell, CP | `clkdlybuf4s50_1` |
| Max-slew headroom | `0.663` |
| Met2 routed WL | `1.06 mm` |
| Gpl congestion | `0.722` |
| Crit share post-route | `0.707` |
| Crit path kind | `reg -> out` |
| Via Count | `1059` |
| WL met1 | `1.58 mm` |
| Top-area cell share | `0.540` |
| Tot Pwr | `1.48 mW` |
| PortBufs | `34` |
| Worst Hold Class | `reg -> reg` |
| Power Density | `702 nW/um^2` |
| Leak | `0.755 nW` |
| Final setup vio count | `0` |
| Peak VDD IR | `414 uV` |
| Clock latency at the later pin of the worst-skew pair | `290 ps` |
| Detailed-router iteration count before antenna repair | `4` |
| Wire per inst | `11.2 um` |
| Setup crit start kind | `flop` |
| Worst-path maximum fanout | `2` |
| CTS Buf Count | `5` |
| Reg clk slew, reported paths | `80 ps` |
| Max cap viols | `0` |
| Yosys Chip Area | `1670 um^2` |
| Clock root cell | `clkbuf_8` |
| Chip Area | `5870 um^2` |
| Final ANT Viol Nets | `0` |
| Post-synth seq share | `0.540` |
| Post-synth top area cell | `dfxtp_1` |
| Log Warnings | `25` |
| # Cells Yosys | `150` |
| Adder Area Share | `0` |
| Diode count | `0` |
| Vias in the first global route | `1013` |
| Die Height | `76.6 um` |
| Setup_tns | `0 ps` |
| Clock sink count | `45` |
| Crit path buf inv count | `1` |
| Critical path data arrival time | `1110 ps` |
| Total GRT Usage | `0.101` |
| Yosys warns | `1` |
| CTS tree | `done` |
-- path summary, 6_finish.rpt --
kind	end	slack, ps	cells after the start	start
setup reg to reg	byte2[3]	1130	2	state[2]
hold / removal	byte1[3]	450	2	byte1[3]
setup / recovery	out_bytes[12]	650	1	out_bytes[12]
hold reg to reg	byte1[3]	450	2	byte1[3]
-- area by class of cell --
| type | count | area [um^2] | share of cell area |
|---|---|---|---|
| Sequential cell | 45 | 901 | 0.426 |
| Tap cell | 70 | 87.6 | 0.0414 |
| Inverter | 1 | 3.75 | 0.00178 |
| Multi-Input combinational cell | 94 | 659 | 0.312 |
| Timing Repair Buffer | 37 | 375 | 0.178 |
| Clock buffer | 7 | 86.3 | 0.0409 |
-- synth_stat cells --
| master | n |
|---|---|
| inv_1 | 1 |
| nor2_2 | 4 |
| o21a_1 | 1 |
| o21ai_0 | 1 |
| nand2b_1 | 14 |
| buf_4 | 5 |
| nor2_1 | 30 |
| buf_12 | 2 |
| dfxtp_1 | 45 |
| o21bai_1 | 1 |
| buf_2 | 1 |
| nor2b_1 | 3 |
| mux2i_1 | 39 |
| buf_6 | 2 |
| a21oi_1 | 1 |
-- cell usage in the layout (no fill, tap or decap), drive strengths merged --
master,n
o21ai,1
clkdlybuf4s50,34
buf,3
inv,1
clkbuf,7
mux2i,39
o21bai,1
nor2b,3
nor2,34
nand2b,14
dfxtp,45
a21oi,1
o21a,1
-- metal layers --
layer / vias to the layer above / global-route usage
li1: 555 / -
met1: 473 / 0.164
met2: 24 / 0.141
met3: 7 / 0.0231
met4: 0 / 0.0192
met5: - / 0
-- cells by family after synthesis --
logic type | after synthesis
AOI/OAI and AO/OA | 4
buffers and inverters | 11
DFF | 45
muxes | 39
and+or+nand+nor | 51
-- report_power, final --
part / leakage [nW] / switching (mW) / internal, mW
registers: 0.366 / 0.0170 / 0.841
clock network: 0.0443 / 0.259 / 0.249
logic: 0.345 / 0.0502 / 0.0661
total: 0.755 / 0.326 / 1.16
-- per-stage QoR --
stage | hold slack, ps | utilization | cell area (um^2) | setup slack [ps] | std cells
after floorplan | 424 | - | 1670 | 1260 | 150
after global placement | 436 | 0.387 | 2030 | 498 | 247
after detailed placement | 442 | 0.387 | 2030 | 494 | 247
after CTS | 454 | 0.403 | 2110 | 623 | 254
after global routing | 468 | 0.403 | 2110 | 563 | 254
final | 450 | 0.403 | 2110 | 645 | 254
-- registers in the layout (all words and copies together) (netlist names) --
register,flops
out_bytes,24
byte1,8
byte2,8
state,4
done,1
Power figures rest on the tool's default switching activity, not on a simulated workload.
